File: design/flow/config.mk
export PLATFORM = sky130hd
export DESIGN_NAME = DIP_Parallelizer
export DESIGN_NICKNAME = DIP_Parallelizer
export VERILOG_FILES = /design/flow/design.v
export SDC_FILE = /design/flow/constraint.sdc
export NUM_CORES = 4
export LEC_CHECK = 1
export CORE_UTILIZATION = 30
File: design/flow/run.sh
#!/bin/bash
# OpenROAD 26Q1-2900-gdf79404cd8, Yosys 0.63+post, stock flow scripts
make -C /OpenROAD-flow-scripts/flow DESIGN_CONFIG=/design/flow/config.mk WORK_HOME=/design/flow/orfs finish
File: design/flow/design.v
`timescale 1ns / 1ps
module DIP_Parallelizer(
    input i_CLK,	 
    input i_Data,
    input i_RESET,
    output reg [15:0] o_DIP16,
	 output reg [4:0] o_Switch5,
    output o_DIPLatch
    );
	reg [4:0] _pos;
	reg _working;
	reg _last_pos_low;
	reg [15:0] _int_DIP16;
	reg [4:0]  _int_Switch5;
	assign o_DIPLatch = ~(~_last_pos_low & ~i_CLK & _working);
	initial
	begin
		_pos = 5'h00;
		_working = 0;
		_int_DIP16 = 16'h0000;
		o_DIP16 = 16'h0000;
		_int_Switch5 = 5'h00;
		o_Switch5 = 5'h00;
		_last_pos_low = 0;
	end
	always @ (posedge i_CLK)
	begin
		if (i_RESET)
		begin
			_pos = 5'h00;
			_working = 0;
			_int_DIP16 = 16'h0000;
			o_DIP16 = 16'h0000;
			_int_Switch5 = 5'h00;
			o_Switch5 = 5'h00;
		end
		if (_pos == 5'h00)
		begin
			o_DIP16 = _int_DIP16;
			o_Switch5 = _int_Switch5;
		end
		if (_working)
			if (_pos[4] == 1'b0)
				_int_DIP16[_pos ^ 4'h8] = i_Data;
			else if (_pos < 5'h15)
				_int_Switch5[4'h4 - _pos[3 -: 4]] = i_Data;
		if (~i_RESET)
		begin
			if (_working == 0)
				_working = 1;
			else if (_working == 1)
				_pos = _pos + 1;
			if (_pos >= 5'h18)
				_pos = 5'h00;
		end
	end
	always @ (negedge i_CLK)
	begin
		if (_pos == 5'h00)
		begin
			_last_pos_low = 0;
		end
		else
			_last_pos_low = 1;
	end
endmodule
File: design/flow/constraint.sdc
current_design DIP_Parallelizer

set clk_period 2.8
set clk_io_pct 0.2

create_clock -name clk0 -period $clk_period [get_ports {i_CLK}]

set non_clock_inputs [all_inputs -no_clocks]
set_input_delay [expr $clk_period * $clk_io_pct] -clock clk0 $non_clock_inputs
set_output_delay [expr $clk_period * $clk_io_pct] -clock clk0 [all_outputs]
==> impl_metrics.ini <==
; synthesis and place-and-route metrics
[run_status]
status = finished with violations
violations = setup timing

[timing]
slew_headroom_pct = 57.12
layout_setup_ws_ps = -175.1
final_hold_viol_count = 0
tns_ps = -175.1
worst_slew_pin_slew_ps = 627.0
setup_viol = 2
final_max_slew_viol_count = 0
rsz0062_at_grt = yes
skew_ps = 62.96

[flow_run]
cap_violations = 0
tool_warnings = 35

[routing]
dr.pass1.iters = 4
drc_errors = 0
vias_per_cell = 4.926
wl_per_cell_um = 13.49
antenna_cells = 0
drt_iter0_markers = 77
drt_wl_total_um = 5087
vias = 1857
ant_nets = 0

[clock_network]
hold_buffers = 0
tritoncts = done
clk-insertion-delay-late_ps = 470
clk_pin_slew_ps = 90

[critical_path]
critPathRequiredTime_ps = 2240
crit_chain = nor2_1 -> nand2_1 -> buf_2
rr_worst_depth = 2
critPathTopFamily = flip-flops
worstPathArrival_ps = 2420
end_kind = primary output
crit_type = reg2out
max_stage_delay_ps = 280
cp-start-kind = flip-flop
slowest_stage = dfxtp_1
crit_buf_inv = 1
path_depth = 3
crit_path_max_fanout = 1

[yosys]
yosysUniqueCellTypes = 51
ys_area_sq_mm = 0.002417
ys_ff = 49
async_reset_ff_share_pct = 0
largest_area_cell = edfxtp_1
ys_warn_count = 1
postSynthCellCount = 240
edf_count = 21
synth.top_cells.by_area = edfxtp_1 (26%), dfxtp_1 (23%), and3_1 (4.9%), mux2i_1 (3.7%), nand2_1 (3.4%)
ys_cells = 240
ys.flop_type = dfxtp_1
synth_area_sq_mm = 0.002417
syn_area_per_cell_sq_um = 10.07
ys_top_cells_by_count = dfxtp_1 (28), nand2_1 (22), edfxtp_1 (21)
yosysMostFrequentCell = dfxtp_1
top_area_share_pct = 26.09
ys_seq_share_pct = 49.28

[place]
port_buffers = 24
gp_congestion = 0.8749
dp_hpwl_um = 3535
dp_slack_ps = 32.31

[global_route]
antenna_found_initial = 0
gr-usage-met3_pct = 3.291
grt_use_met1_pct = 19.79
grt_pass1_vias = 1757
grt_max_degree = 29
grt_use_total_pct = 13.28
grt_pass1_wl_um = 8597
grt_util_met2_pct = 20.61
top_usage_layer = met2
overflow = 0

[floorplan]
dieArea_sq_mm = 0.008421
die_w_um = 91.77
io_pins = 25
rows = 32
die_y_um = 91.77
fp_util_pct = 31.12
core_sq_mm = 0.007767

[hold_path]
hold_depth = 2
hold_path.class = reg2reg

[pwr]
power_density_mw_per_mm2 = 517.6
peakVddDrop_mv = 0.3184
cellLeakagePower_nw = 1.249

[final_layout]
area.growth.synth_to_final_pct = 23.81
drive_gt1_share_pct = 14.91
[placed cells by master (no fill, tap or decap), types with 5 or more instances in the layout]
cell,netlist,final
ha_1,6,6
clkdlybuf4s50_1,0,23
nand4_1,5,5
xnor2_1,6,6
clkbuf_8,0,8
buf_4,0,17
and3_1,19,19
edfxtp_1,21,21
nor2_1,20,19
inv_1,6,6
o21ai_0,5,5
mux2i_1,9,9
nand2_1,22,21
dfxtp_1,28,28
nand3_1,14,14
[logic make-up (layout without fill, tap and decap cells)]
family                     after synthesis  in the layout  synth area share, %
DFF                                     49             49                49.28
buffers and inverters                   25             60                4.399
xor gates and xnor gates                 9              9                3.261
adders and majority gates                6              6                3.106
AOI/OAI and AO/OA                       31             31                9.731
muxes                                   13             13                5.590
and+or+nand+nor                        107            107                24.64
[final timing paths]
path	from	to	slack, ps
setup / recovery	_last_pos_low$_DFF_N_	o_DIPLatch	-180
hold / removal	_int_DIP16[2]$_DFF_P_	_int_DIP16[2]$_DFF_P_	470
setup reg to reg	_pos[1]$_DFF_P_	_last_pos_low$_DFF_N_	490
hold reg to reg	_int_DIP16[2]$_DFF_P_	_int_DIP16[2]$_DFF_P_	470
[per-stage QoR]
stage | power (W) | util [%] | cell area [sq um] | cells | hold slack [ps]
2_1_floorplan | 0.0008872 | - | 2427 | 240 | 443.3
3_3_place_gp | 0.0009685 | 36.65 | 2846 | 366 | 461.2
3_5_place_dp | 0.0009700 | 36.65 | 2846 | 366 | 463.2
4_1_cts | 0.001572 | 38.53 | 2993 | 377 | 476.3
5_1_grt | 0.001629 | 38.53 | 2993 | 377 | 493.7
6_report | 0.001549 | 38.53 | 2993 | 377 | 472.1
[worst min-delay path, cell delays in order, from the launching register on]
cell	delay [ps]
dfxtp_1	320
nand2_1	60
mux2i_1	60
[power breakdown]
group | switching (W) | total [W] | internal (W)
clock network | 0.000254 | 0.000617 | 0.000363
registers | 0.00000873 | 0.000770 | 0.000761
logic | 0.0000912 | 0.000162 | 0.0000710
total | 0.000354 | 0.00155 | 0.00120
[flip-flops by register name (all words and copies together), names as in the netlist]
signal         count
o_Switch5          5
_pos               5
o_DIP16           16
_working           1
_last_pos_low      1
_int_DIP16        16
_int_Switch5       5
[routing by layer]
| layer | share of wire, % | vias up |
|---|---|---|
| li1 | - | 941 |
| met1 | 47 | 879 |
| met2 | 47 | 32 |
| met3 | 4.5 | 5 |
| met4 | 1.0 | 0 |
| met5 | 0 | - |
[cell type report]
type                       count  area (sq um)
clock buffer                   9         115.1
clock inverter                 4         45.04
fill                         761          4775
inverter                       7         26.28
multi-input combinational    166          1130
sequential                    49          1191
tap                          102         127.6
timing repair buffer          40         357.8
[repair_timing]
action                                  in CTS  in global routing
setup buffers                                0                  0
gates cloned                                 0                  0
endpoints found under the setup margin       2                  2
pin swaps                                    1                  1
gates resized                                3                  0
Power and IR drop assume default switching activity.
