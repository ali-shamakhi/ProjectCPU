$ cat run.sh
#!/bin/bash
# OpenROAD 26Q1-2900-gdf79404cd8, Yosys 0.63+post, stock flow scripts
make -C /OpenROAD-flow-scripts/flow DESIGN_CONFIG=/design/flow/config.mk WORK_HOME=/design/flow/orfs finish
$ cat config.mk
export PLATFORM = sky130hd
export DESIGN_NAME = SevenSegment_Driver
export DESIGN_NICKNAME = SevenSegment_Driver
export VERILOG_FILES = /design/flow/design.v
export SDC_FILE = /design/flow/constraint.sdc
export NUM_CORES = 4
export LEC_CHECK = 1
export CORE_UTILIZATION = 50
$ cat constraint.sdc
current_design SevenSegment_Driver

set clk_period 5.6
set clk_io_pct 0.2

create_clock -name clk0 -period $clk_period [get_ports {i_CLK}]
create_clock -name clk1 -period $clk_period [get_ports {i_CLK_Bin2BCD}]

set non_clock_inputs [all_inputs -no_clocks]
set_input_delay [expr $clk_period * $clk_io_pct] -clock clk0 $non_clock_inputs
set_output_delay [expr $clk_period * $clk_io_pct] -clock clk0 [all_outputs]
$ cat design.v
`timescale 1ns / 1ps
module BCD_to_7Seg(
    input [3:0] i_BCD,
    output reg [7:0] o_7Seg
    );
	 initial
		o_7Seg <= 8'h00;
	 always @(i_BCD)
	 begin
		case(i_BCD)
			4'h0: o_7Seg <= 8'b11101110;
			4'h1: o_7Seg <= 8'b01001000;
			4'h2: o_7Seg <= 8'b00111110;
			4'h3: o_7Seg <= 8'b01111100;
			4'h4: o_7Seg <= 8'b11011000;
			4'h5: o_7Seg <= 8'b11110100;
			4'h6: o_7Seg <= 8'b11110110;
			4'h7: o_7Seg <= 8'b01101000;
			4'h8: o_7Seg <= 8'b11111110;
			4'h9: o_7Seg <= 8'b11111100;
			default: o_7Seg <= 8'b00010000;
		endcase
	end
endmodule
`timescale 1ns / 1ps
module Binary_to_BCD_13_to_4 (
   input                         i_Clock,
   input [13-1:0]       i_Binary,
   input                         i_Start,
   output reg [4*4-1:0] o_BCD,
   output                        o_DV
   );
  parameter s_IDLE              = 3'b000;
  parameter s_SHIFT             = 3'b001;
  parameter s_CHECK_SHIFT_INDEX = 3'b010;
  parameter s_ADD               = 3'b011;
  parameter s_CHECK_DIGIT_INDEX = 3'b100;
  parameter s_BCD_DONE          = 3'b101;
  reg [2:0] r_SM_Main = s_IDLE;
  reg [4*4-1:0] r_BCD = 0;
  reg [13-1:0]      r_Binary = 0;
  reg [4-1:0]   r_Digit_Index = 0;
  reg [7:0]                  r_Loop_Count = 0;
  wire [3:0]                 w_BCD_Digit;
  reg                        r_DV = 1'b0;                       
	initial
	begin
		o_BCD = 16'h0000;
	end
  always @(posedge i_Clock)
    begin
      case (r_SM_Main) 
        s_IDLE :
          begin
            r_DV <= 1'b0;
            if (i_Start == 1'b1)
              begin
                r_Binary  <= i_Binary;
                r_SM_Main <= s_SHIFT;
                r_BCD     <= 0;
              end
            else
              r_SM_Main <= s_IDLE;
          end
        s_SHIFT :
          begin
            r_BCD     <= r_BCD << 1;
            r_BCD[0]  <= r_Binary[13-1];
            r_Binary  <= r_Binary << 1;
            r_SM_Main <= s_CHECK_SHIFT_INDEX;
          end          
        s_CHECK_SHIFT_INDEX :
          begin
            if (r_Loop_Count == 13-1)
              begin
                r_Loop_Count <= 0;
                r_SM_Main    <= s_BCD_DONE;
              end
            else
              begin
                r_Loop_Count <= r_Loop_Count + 1;
                r_SM_Main    <= s_ADD;
              end
          end
        s_ADD :
          begin
            if (w_BCD_Digit > 4)
              begin                                     
                r_BCD[(r_Digit_Index*4)+:4] <= w_BCD_Digit + 3;  
              end
            r_SM_Main <= s_CHECK_DIGIT_INDEX; 
          end       
        s_CHECK_DIGIT_INDEX :
          begin
            if (r_Digit_Index == 4-1)
              begin
                r_Digit_Index <= 0;
                r_SM_Main     <= s_SHIFT;
              end
            else
              begin
                r_Digit_Index <= r_Digit_Index + 1;
                r_SM_Main     <= s_ADD;
              end
          end
        s_BCD_DONE :
          begin
            r_DV      <= 1'b1;
			o_BCD     <= r_BCD;
            r_SM_Main <= s_IDLE;
          end
        default :
          r_SM_Main <= s_IDLE;
      endcase
    end  
  assign w_BCD_Digit = r_BCD[r_Digit_Index*4 +: 4];
  assign o_DV  = r_DV;
endmodule  
`timescale 1ns / 1ps
module SevenSeg_Seriallizer (
    input i_CLK,	 
    input [15:0] i_7SegData16_0,
    input [15:0] i_7SegData16_1,
    input [15:0] i_7SegData16_2,
    input [15:0] i_7SegData16_3,
    input i_RESET,
    output o_7SegData,
    output o_7Seg_Latch	 
    );
	reg [5:0] _pos;
	reg _working;
	reg _last_pos_low;
	reg [63:0] _int_7SegData64;
	assign o_7SegData = _int_7SegData64[_pos];
	assign o_7Seg_Latch = ~(~_last_pos_low & ~i_CLK & _working);
	initial
	begin
		_pos = 6'h0;
		_working = 0;
		_last_pos_low = 0;
		_int_7SegData64 = 64'h0000000000000000;
	end
	always @ (posedge i_CLK)
	begin
		if (i_RESET)
		begin
			_pos = 6'h0;
			_working = 0;
			_int_7SegData64 = 64'h0000000000000000;
		end
		if (~i_RESET)
		begin
			if (_working == 0)
				_working = 1;
			else if (_working == 1)
				_pos = _pos + 1;
		end
		if (_pos == 6'b000000)
		begin
			_int_7SegData64[15 -: 16] = i_7SegData16_0;
			_int_7SegData64[31 -: 16] = i_7SegData16_1;
			_int_7SegData64[47 -: 16] = i_7SegData16_2;
			_int_7SegData64[63 -: 16] = i_7SegData16_3;
		end
	end
	always @ (negedge i_CLK)
	begin
		if (_pos[3 -: 4] == 4'b1111)
			_last_pos_low = 0;
		else
			_last_pos_low = 1;
	end
endmodule
`timescale 1ns / 1ps
module SevenSeg_to_7SegControlled(
    input [7:0] i_7Seg,
	input [1:0] i_Position,
    output [15:0] o_7SegControlled
    );
	 reg [7:0] _int_cont;
	 assign o_7SegControlled[15 -: 8] = i_7Seg;
	 assign o_7SegControlled[7 -: 8] = _int_cont;
	 always @(i_7Seg, i_Position)
	 begin
		case(i_Position)
			2'b00: _int_cont = 8'b01000000;
			2'b01: _int_cont = 8'b00100000;
			2'b10: _int_cont = 8'b00001000;
			2'b11: _int_cont = 8'b00000100;
			default: _int_cont = 8'b00000000;
		endcase
	end
endmodule
`timescale 1ns / 1ps
module SevenSegment_Driver(
    input [12:0] i_Bin13,
    input i_CLK,
	 input i_CLK_Bin2BCD,
    output o_SegData,
    output o_SegLatch
    );
	 wire [15:0] o_BCD4x4;
	 wire o_DV;
	 Binary_to_BCD_13_to_4 _Binary_to_BCD_13_to_4 (
    .i_Clock(i_CLK_Bin2BCD), 
    .i_Binary(i_Bin13), 
    .i_Start(1'b1), 
    .o_BCD(o_BCD4x4), 
    .o_DV(o_DV)
    );
	wire [7:0] _7Seg_0;
	wire [7:0] _7Seg_1;
	wire [7:0] _7Seg_2;
	wire [7:0] _7Seg_3;
	BCD_to_7Seg _BCD_to_7Seg_0 (
    .i_BCD(o_BCD4x4[3 -: 4]), 
    .o_7Seg(_7Seg_0)
    );
	 BCD_to_7Seg _BCD_to_7Seg_1 (
    .i_BCD(o_BCD4x4[7 -: 4]), 
    .o_7Seg(_7Seg_1)
    );
	 BCD_to_7Seg _BCD_to_7Seg_2 (
    .i_BCD(o_BCD4x4[11 -: 4]), 
    .o_7Seg(_7Seg_2)
    );
	 BCD_to_7Seg _BCD_to_7Seg_3 (
    .i_BCD(o_BCD4x4[15 -: 4]), 
    .o_7Seg(_7Seg_3)
    );
	wire [15:0] _7SegControlled_0;
	wire [15:0] _7SegControlled_1;
	wire [15:0] _7SegControlled_2;
	wire [15:0] _7SegControlled_3;
	SevenSeg_to_7SegControlled _SevenSeg_to_7SegControlled_0 (
    .i_7Seg(_7Seg_0), 
    .i_Position(2'b00), 
    .o_7SegControlled(_7SegControlled_0)
    );
	SevenSeg_to_7SegControlled _SevenSeg_to_7SegControlled_1 (
    .i_7Seg(_7Seg_1), 
    .i_Position(2'b01), 
    .o_7SegControlled(_7SegControlled_1)
    );
	 SevenSeg_to_7SegControlled _SevenSeg_to_7SegControlled_2 (
    .i_7Seg(_7Seg_2), 
    .i_Position(2'b10), 
    .o_7SegControlled(_7SegControlled_2)
    );
	 SevenSeg_to_7SegControlled _SevenSeg_to_7SegControlled_3 (
    .i_7Seg(_7Seg_3), 
    .i_Position(2'b11), 
    .o_7SegControlled(_7SegControlled_3)
    );
	 SevenSeg_Seriallizer _SevenSeg_Seriallizer (
    .i_CLK(i_CLK), 
    .i_7SegData16_0(_7SegControlled_0), 
    .i_7SegData16_1(_7SegControlled_1), 
    .i_7SegData16_2(_7SegControlled_2), 
    .i_7SegData16_3(_7SegControlled_3), 
    .i_RESET(1'b0), 
    .o_7SegData(o_SegData), 
    .o_7Seg_Latch(o_SegLatch)
    );
endmodule
==> results.txt <==
run metrics: status finished, final reports clean, GP Congestion 0.9046, Hold Crit Class flop to flop, Synth Seq Share 0.5508, Core ar. 0.009819 sq mm, final core utilization 0.5826, Buffers on Ports 15, routed len/inst 14.15 um, # Cells Yosys 416, max-slew violation count 0, clock-pin slew on the worst setup and hold paths 0.06 ns, Post-synth EDFFs 86, vias in the first global route 2906, DRC viols 0, total congestion overflow 0, first-pass detailed-route iteration total 4, slowest stage delay, CP 0.46 ns, final non-filler cell total 578, synthesis area per yosys 0.005089 sq mm, critical path's top delay family buffers and inverters, vias per std cell 5.301, HPWL after detailed placement 5730 um, Critical Path Start Type flop, Chip Area 0.01058 sq mm, Unique cell types 54, Crit Path Category flop to output port, endpoints failing setup 0, mapped cell area 0.005089 sq mm, top cells by count, synth edfxtp_1, ha_1, nand2_1, YS warnings 4, CP max-delay cell clkdlybuf4s50_1, CTS tree yes, Post-synth top flop edfxtp_1, Synth Instances 416, largest area contributor in the netlist edfxtp_1, PostCTS Resize Cnt 0, VDD IR max 0.2674 mV, critical path endpoint category output port, DRT antenna net count 0, IO Count 17, count leader, synth edfxtp_1, Syn-to-layout area delta 12.42%, Slew HR 0.5141, # rows 36, DR vias 3064, Worst Tran Pin Value 0.7288 ns, Antenna diodes 0, chip width 102.9 um, die span in y 102.9 um, Post-CTS Setup Bufs 0, top cells, area edfxtp_1, ha_1, dfxtp_1, initial DRC count 154, fill cell count 836, Flops after synth 97, All-Layer GR Usage 0.1813, P_leak 2.037 nW, met1 Usage GRT 0.2980, pin count of the biggest net entering global routing 30, Avg Cell Area, Syn 12.23 sq um, placed insts 553, layout cells sized above 1 0.1393, crit-path max FO 1, GRT met2 Usage 0.2672, unrepaired setup endpoints after global routing false, crit path DRT 4.48 ns, Clock Skew 0.07771 ns, GR Util met3 0.04893, setup TNS 0 ns, MaxCap Viol Count 0, first-pass GRT wire length 13750 um, CP Buf/Inv Count 1, Post-synth ARST share 0, Yosys top cell area share 0.5075, tool warnings 52, critical-path cell list nor2_1 -> nand2_1 -> clkdlybuf4s50_1, PwrDens 315.7 mW/mm^2, Data arrival, critical path 4.11 ns, initial antenna violation count 0, hold buffers post-CTS 0, busiest grt layer met1, Post-Route WL 8176 um, Hold Violations, Final 0, fp_density 0.5182
==> path summary, 6_finish.rpt <==
check	cells after the start	slack [ns]	end	start
min	0	0.51	_Binary_to_BCD_13_to_4.o_BCD[15]	_Binary_to_BCD_13_to_4.r_BCD[15]
max	3	0.37	o_SegLatch	_SevenSeg_Seriallizer._last_pos_low
max reg2reg	2	1.64	_SevenSeg_Seriallizer._last_pos_low	_SevenSeg_Seriallizer._pos[0]
min in group clk0	1	0.56	_SevenSeg_Seriallizer._pos[5]	_SevenSeg_Seriallizer._pos[5]
max in group clk1	7	2.93	_Binary_to_BCD_13_to_4.r_BCD[1]	_Binary_to_BCD_13_to_4.r_Digit_Index[2]
min reg2reg	0	0.51	_Binary_to_BCD_13_to_4.o_BCD[15]	_Binary_to_BCD_13_to_4.r_BCD[15]
==> power breakdown <==
group	internal (mW)	switching, mW	total (mW)	leakage [nW]
combinational	0.131	0.0773	0.208	0.945
sequential	0.837	0.0829	0.920	0.903
clock	0.424	0.255	0.678	0.190
total	1.39	0.415	1.81	2.04
==> cells by family after synthesis <==
| group | count (synthesis) | share of synthesized area |
|---|---|---|
| compound gates | 78 | 0.09540 |
| simple gates | 114 | 0.1183 |
| other cells | 1 | 0.0007369 |
| fa+ha+maj | 32 | 0.07868 |
| xor+xnor | 14 | 0.02409 |
| mux | 36 | 0.09688 |
| buf+inv | 44 | 0.03516 |
| flops | 97 | 0.5508 |
==> layout make-up <==
class | instances | area (sq um) | share of cell area
clock buffers | 19 | 247.7 | 0.04331
clock inverters | 8 | 115.1 | 0.02012
inverters | 27 | 101.3 | 0.01772
multi-input cells | 276 | 2117 | 0.3701
flip-flops and latches | 97 | 2803 | 0.4899
well taps | 133 | 166.4 | 0.02909
repair buffers | 18 | 170.2 | 0.02975
==> sequential cells by signal, summed over array words and instances, names as in the netlist <==
register / cells
_Binary_to_BCD_13_to_4.r_Loop_Count: 8
_Binary_to_BCD_13_to_4.r_SM_Main: 3
_Binary_to_BCD_13_to_4.r_Binary: 13
_Binary_to_BCD_13_to_4.r_Digit_Index: 4
_SevenSeg_Seriallizer._pos: 6
_SevenSeg_Seriallizer._last_pos_low: 1
_Binary_to_BCD_13_to_4.o_BCD: 16
_SevenSeg_Seriallizer._working: 1
_SevenSeg_Seriallizer._int_7SegData64: 29
_Binary_to_BCD_13_to_4.r_BCD: 16
==> routing by layer <==
metal | share of wire | vias up
li1 | - | 1574
met2 | 0.46 | 45
met3 | 0.036 | 14
met1 | 0.49 | 1431
met5 | 0 | -
met4 | 0.019 | 0
==> per-stage QoR <==
step / power [mW] / hold slack, ns / setup WS [ns] / area (sq um)
after floorplan: 1.083 / 0.4351 / 0.9183 / 5092
after global placement: 1.142 / 0.4884 / 0.8676 / 5371
after detailed placement: 1.144 / 0.5014 / 0.8744 / 5371
after CTS: 1.825 / 0.5160 / 0.3460 / 5720
after global routing: 1.897 / 0.5412 / 0.2860 / 5720
final: 1.806 / 0.5139 / 0.3715 / 5720
==> worst register-to-register path: cells and delay by family, from the launching register on <==
| family | cells | cell delay [ns] |
|---|---|---|
| flops | 1 | 0.71 |
| fa+ha+maj | 1 | 0.31 |
| simple gates | 1 | 0.08 |
==> cells in the final DEF (no fill, tap or decap), drive strengths merged, types with 5 or more instances in the layout <==
cell type      count
a21oi             21
clkbuf            18
clkdlybuf4s50     15
dfxtp             11
edfxtp            86
ha                32
inv               29
mux2              16
mux2i             11
mux4               9
nand2             31
nand2b             9
nand3              7
nand3b             5
nor2              28
nor2b              5
nor3               6
o21ai             29
o22ai              5
xnor2             10
No activity file was given, so power comes from the tool's default toggle rates.
