==> ./design.v <==
`timescale 1ns / 1ps
module ALU(
	input i_CLK,  
	input i_RST,	 
    input [7:0] i_Data1,
    input [7:0] i_Data2,
    input [4:0] i_ALUOp,
    output reg [7:0] o_Result,
    output reg [7:0] o_Result2,
    output reg o_Z,
	output reg o_S,
    output reg o_C,
    output reg o_OF
    );
	 reg [7:0] _temp;
	initial
	begin
		o_Result = 8'h00;
		o_Result2 = 8'h00;
		o_Z = 1'b0;
		o_S = 1'b0;
		o_C = 1'b0;
		o_OF = 1'b0;
		_temp = 8'h00;
	end
		always @(negedge i_RST or negedge i_CLK)
		begin
			if (i_RST == 1'b0)
			begin
				o_Result = 8'h00;
				o_Result2 = 8'h00;
				o_Z = 1'b0;
				o_S = 1'b0;
				o_C = 1'b0;
				o_OF = 1'b0;
			end
			else
			case(i_ALUOp)
				5'h01:
				begin
					o_Result = i_Data1;
				end
				5'h02:
				begin
					o_Result = i_Data2;
				end
				5'h13:
				begin
					o_Result = i_Data1;
					o_Result2 = i_Data2;
				end
				5'h03:
				begin
					{o_C, o_Result} = i_Data1 + i_Data2;
					o_S = o_Result[7];
					o_OF = (i_Data1[7] == i_Data2[7] ? o_Result[7] != i_Data1[7] : 1'b0);
					o_Z = (o_Result == 8'h00 ? 1'b1 : 1'b0);
				end
				5'h04:
				begin
					{o_C, o_Result} = i_Data1 - i_Data2;
					o_S = o_Result[7];
					o_OF = (i_Data1[7] != i_Data2[7] ? o_Result[7] != i_Data1[7] : 1'b0);
					o_Z = (o_Result == 8'h00 ? 1'b1 : 1'b0);
				end
				5'h05:
				begin
					{o_C, o_Result} = i_Data1 + {7'h00, o_C};
					o_S = o_Result[7];
					o_OF = (i_Data1[7] == i_Data2[7] ? o_Result[7] != i_Data1[7] : 1'b0);
					o_Z = (o_Result == 8'h00 ? 1'b1 : 1'b0);
				end
				5'h06:
				begin
					{o_C, o_Result} = i_Data1 + 8'h01;
					o_S = o_Result[7];
					o_OF = (i_Data1[7] == 0 ? o_Result[7] != i_Data1[7] : 1'b0);
					o_Z = (o_Result == 8'h00 ? 1'b1 : 1'b0);
				end
				5'h07:
				begin
					{o_C, o_Result} = i_Data1 - 8'h01;
					o_S = o_Result[7];
					o_OF = (i_Data1[7] != 0 ? o_Result[7] != i_Data1[7] : 1'b0);
					o_Z = (o_Result == 8'h00 ? 1'b1 : 1'b0);
				end
				5'h08:
				begin
					o_Result = $signed(i_Data1) >>> i_Data2;
					if (i_Data2 > 0)
						o_C = i_Data1[i_Data2 - 1];
					o_OF = o_Result[7] != i_Data1[7];
					o_S = o_Result[7];
					o_Z = (o_Result == 8'h00 ? 1'b1 : 1'b0);
				end
				5'h09:
				begin
					o_Result = i_Data1 >> i_Data2;
					if (i_Data2 > 0)
						o_C = i_Data1[i_Data2 - 1];
					o_OF = o_Result[7] != i_Data1[7];
					o_S = o_Result[7];
					o_Z = (o_Result == 8'h00 ? 1'b1 : 1'b0);
				end
				5'h0A:
				begin
					o_Result = $signed(i_Data1) <<< i_Data2;
					if (i_Data2 > 0)
						o_C = i_Data1[8 - i_Data2];
					o_OF = o_Result[7] != i_Data1[7];
					o_S = o_Result[7];
					o_Z = (o_Result == 8'h00 ? 1'b1 : 1'b0);
				end
				5'h0D:
				begin
					o_Result = i_Data1 << i_Data2;
					if (i_Data2 > 0)
						o_C = i_Data1[8 - i_Data2];
					o_OF = o_Result[7] != i_Data1[7];
					o_S = o_Result[7];
					o_Z = (o_Result == 8'h00 ? 1'b1 : 1'b0);
				end
				5'h0C:
				begin
					if (i_Data2 > 0)
					begin
						o_Result = (i_Data1 << i_Data2) | (i_Data1 >> (8 - i_Data2));
						o_C = i_Data1[8 - i_Data2];
					end
					o_OF = o_Result[7] != i_Data1[7];
					o_S = o_Result[7];
					o_Z = (o_Result == 8'h00 ? 1'b1 : 1'b0);						
				end
				5'h0B:
				begin
					if (i_Data2 > 0)
					begin
						o_Result = (i_Data1 >> i_Data2) | (i_Data1 << (8 - i_Data2));
						o_C = i_Data1[i_Data2 - 1];
					end
					o_OF = o_Result[7] != i_Data1[7];
					o_S = o_Result[7];
					o_Z = (o_Result == 8'h00 ? 1'b1 : 1'b0);
				end
				5'h0E:
				begin
					o_Result = i_Data1 & i_Data2;
					o_C = 0;
					o_OF = 0;
					o_S = o_Result[7];
					o_Z = (o_Result == 8'h00 ? 1'b1 : 1'b0);
				end
				5'h0F :
				begin
					o_Result = i_Data1 | i_Data2;
					o_C = 0;
					o_OF = 0;
					o_S = o_Result[7];
					o_Z = (o_Result == 8'h00 ? 1'b1 : 1'b0);
				end
				5'h10:
				begin
					o_Result = i_Data1 ^ i_Data2;
					o_C = 0;
					o_OF = 0;
					o_S = o_Result[7];
					o_Z = (o_Result == 8'h00 ? 1'b1 : 1'b0);
				end
				5'h12:
				begin
					{o_C, _temp} = i_Data1 - i_Data2;
					o_S = _temp[7];
					o_OF = (i_Data1[7] != i_Data2[7] ? _temp[7] != i_Data1[7] : 1'b0);
					o_Z = (_temp == 8'h00 ? 1'b1 : 1'b0);
				end
				5'h11:
				begin
					o_Result = ~i_Data1;
				end
			endcase
		end
endmodule
==> ./run.sh <==
#!/bin/bash
# OpenROAD 26Q1-2900-gdf79404cd8, Yosys 0.63+post, stock flow scripts
make -C /OpenROAD-flow-scripts/flow DESIGN_CONFIG=/design/flow/config.mk WORK_HOME=/design/flow/orfs finish
==> ./config.mk <==
export PLATFORM = sky130hd
export DESIGN_NAME = ALU
export DESIGN_NICKNAME = ALU
export VERILOG_FILES = /design/flow/design.v
export SDC_FILE = /design/flow/constraint.sdc
export NUM_CORES = 4
export LEC_CHECK = 1
export CORE_UTILIZATION = 50
==> ./constraint.sdc <==
current_design ALU

set clk_period 2.9
set clk_io_pct 0.2

create_clock -name clk0 -period $clk_period [get_ports {i_CLK}]

set non_clock_inputs [all_inputs -no_clocks]
set_input_delay [expr $clk_period * $clk_io_pct] -clock clk0 $non_clock_inputs
set_output_delay [expr $clk_period * $clk_io_pct] -clock clk0 [all_outputs]
==> results_dict.tcl <==
# collected from the flow reports
set metrics [dict create \
    grt_usage_pct 69.90 \
    yosys.stat.seqShare_pct 8.778 \
    status "did not finish" \
    synth_top_area_share_pct 8.778 \
    ys_cells 807 \
    synthTopCellsByArea "dfrtn_1 8.8%, ha_1 7.2%, mux2i_1 4.9%" \
    die_x_um 108.8 \
    ys.flops 20 \
    grt.overflow.total 2 \
    stop_error "[ERROR GRT-0116] Global routing finished with congestion. Check the congestion regions in the DRC Viewer." \
    pre_cts_slack_ns -2.110 \
    synthArstFlopShare_pct 100.0 \
    netlist_area_mm2 0.005702 \
    initCoreUtil_pct 51.91 \
    synth-edff-count 0 \
    largest_area_cell "dfrtn_1" \
    clock_sinks 20 \
    grt_pass1_wl_mm 58.89 \
    cts_buffers 3 \
    grt_max_degree 27 \
    grt_pass1_vias 10090 \
    dominantRegCellSynth "dfrtn_1" \
    place_congestion 1.243 \
    syn_avg_cell_area_um2 7.065 \
    yosys-stat-area_mm2 0.005702 \
    rows 38 \
    synthCells 807 \
    hpwlAfterDp_mm 22.96 \
    chipHeight_um 108.8 \
    h-tree-depth 1 \
    haltStage "global routing (5_1_grt)" \
    placedCellCount 1244 \
    clockRootBuffer "clkbuf_16" \
    port-buffer-count 42 \
    yosysWarningCount 1 \
    io_pins 43 \
    synth_cell_types 80 \
    ctsLongestPathBuffers 2 \
]
layer usage:
layer,global-route usage (%),overflow
met5,28.13,0
met4,55.98,1
met3,56.25,0
met2,84.40,1
met1,75.45,0
cell usage after synthesis (all sizes together) (14+ instances only):
cell type and number:
dfrtn 20, mux2i 28, o211ai 15, inv 27, a21oi 35, nand2b 14
nor2 60, buf 18, ha 33, o22ai 18, xnor2 28, clkbuf 57
a31oi 17, nor2b 15, o21ai 50, nor3 29, nand3 27, nand2 57
timing repair:
action	in CTS
setup buffers	55
pin swaps	89
resized	337
cloned	2
hold buffers	0
endpoints found under the setup margin	40
endpoints found under the hold margin	0
through the flow:
stage,setup TNS [ns],hold slack (ns),power (W),area (um^2)
floorplan,-17.77,0.3862,0.001063,6123
global placement,-29.93,0.4251,0.001760,8745
detailed placement,-30.68,0.4319,0.001787,8745
CTS,-13.02,0.4429,0.002311,10150
cells by family after synthesis:
| logic type | share of synthesized area (%) |
|---|---|
| xor+xnor | 5.530 |
| mux | 9.853 |
| simple gates | 27.65 |
| fa+ha+maj | 7.944 |
| buf+inv | 6.934 |
| compound gates | 33.31 |
| flops | 8.778 |
Power and IR drop assume default switching activity.
